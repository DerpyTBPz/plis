[flow/design.v]
module FSM (clk, reset, y);
    input clk, reset;
    output y;
    reg [1:0] state, nextstate;
    always @ (posedge clk or posedge reset) begin
        if (reset)
            state <= 2'b00;
        else
            state <= nextstate;   
    end 
    always @ (state) begin
        case (state)
            2'b00: nextstate = 2'b01;
            2'b01: nextstate = 2'b10;
            2'b10: nextstate = 2'b00;
            default: nextstate = 2'b00;
        endcase
    end    
    assign y = (state == 2'b00);
endmodule 
module Moore (clk, rst, a, y);
    input clk, rst, a;
    output y;
    reg [2:0] state, nextstate;
    parameter S0 = 3'b000;
    parameter S1 = 3'b001;
    parameter S2 = 3'b010;
    parameter S3 = 3'b011;
    parameter S4 = 3'b100;
    always @(posedge clk or posedge rst) begin
        if (rst)
            state <= S0;
        else
            state <= nextstate;
    end
    always @ (state) begin
        case (state)
            S0: if(a) nextstate = S1;
                else nextstate = S0;
            S1: if(a) nextstate = S2;
                else nextstate = S0;
            S2: if(a) nextstate = S2;
                else nextstate = S3;
            S3: if(a) nextstate = S4;
                else nextstate = S0;
            S4: if(a) nextstate = S2;
                else nextstate = S0;
            default: nextstate = S0;
        endcase
    end
    assign y = (state == S4);
endmodule
module Mealy (clk, rst, a, y);
    input clk, rst, a;
    output y;
    reg [1:0] state, nextstate;
    parameter S0 = 2'b00;
    parameter S1 = 2'b01;
    parameter S2 = 2'b10;
    parameter S3 = 2'b11;
    always @(posedge clk or posedge rst) begin
        if (rst)
            state <= S0;
        else
            state <= nextstate;
    end
    always @ (state) begin
        case (state)
            S0: if(a) nextstate = S1;
                else nextstate = S0;
            S1: if(a) nextstate = S2;
                else nextstate = S0;
            S2: if(a) nextstate = S2;
                else nextstate = S3;
            S3: if(a) nextstate = S1;
                else nextstate = S0;
            default: nextstate = S0;
        endcase
    end
    assign y = (a & state == S3);
endmodule 
module SM8 (clk, rst, out);
    input clk, rst;
    output out;
    reg [2:0] state, nextstate;
    always @ (posedge clk or posedge rst) begin
        if (rst)
            state <= 3'b000;
        else
            state <= nextstate;   
    end 
    always @ (state) begin
        case (state)
            3'b000: nextstate = 3'b001;
            3'b001: nextstate = 3'b010;
            3'b010: nextstate = 3'b011;
            3'b011: nextstate = 3'b100;
            3'b100: nextstate = 3'b101;
            3'b101: nextstate = 3'b110;
            3'b110: nextstate = 3'b111;
            3'b111: nextstate = 3'b000;            
            default: nextstate = 3'b000;
        endcase
    end    
    assign out = (state == 3'b000);
endmodule
[flow/run.sh]
#!/bin/bash
# OpenROAD 26Q1-2900-gdf79404cd8, Yosys 0.63+post, stock flow scripts
make -C /OpenROAD-flow-scripts/flow DESIGN_CONFIG=/design/flow/config.mk WORK_HOME=/design/flow/orfs finish
[flow/config.mk]
export PLATFORM = sky130hd
export DESIGN_NAME = Mealy
export DESIGN_NICKNAME = Mealy
export VERILOG_FILES = /design/flow/design.v
export SDC_FILE = /design/flow/constraint.sdc
export NUM_CORES = 4
export LEC_CHECK = 1
export CORE_AREA = 10 10 70 70
export DIE_AREA = 0 0 80 80
[flow/constraint.sdc]
current_design Mealy

set clk_period 1.4
set clk_io_pct 0.2

create_clock -name clk0 -period $clk_period [get_ports {clk}]

set non_clock_inputs [all_inputs -no_clocks]
set_input_delay [expr $clk_period * $clk_io_pct] -clock clk0 $non_clock_inputs
set_output_delay [expr $clk_period * $clk_io_pct] -clock clk0 [all_outputs]
==> flow_summary_export.csv <==
group,metric,value,unit
outcome,status,"completed",
logic_synthesis,yosys_cells,11,
pwr,power_switching,62.4,µW
clock_network,numClockSinks,4,
logic_synthesis,synth_cell_types,8,
sta,finalMaxSlewViolations,0,
floorplanning,die_x,80,µm
layout,drive_above_1_share,0.300,
logic_synthesis,avgSynthCellArea,12.9,µm²
place,numPortBuffers,3,
logic_synthesis,ys_seq_share,0.717,
logic_synthesis,ys_chip_area,141,µm²
layout,synthToLayoutAreaGrowth,89.4,%
route,drcViolationCount,0,
floorplanning,core,3420,µm²
floorplanning,initial_core_util,0.0414,
clock_network,cts_buffer_depth,2,
worst_hold_path,hp-class,"in2async",
sta,finClkSkew,7.03,ps
layout,largest_reg_flops,4,
layout,fillCellCount,406,
route,routedWlPerCell,4.80,µm
clock_network,tritoncts,"yes",
pwr,power_density,1160,nW/µm²
global_routing,grtUsageTotal,0.0109,
logic_synthesis,ys_ff,4,
worst_setup_path,cp.arrival,980,ps
job,cap_viol_max_count,0,
layout,largestRegisters,"state x4",
worst_setup_path,rrSetupSlack,530,ps
floorplanning,dieArea,6400,µm²
pwr,intPower,249,µW
worst_setup_path,end_kind,"primary output",
clock_network,cts_root_buf,"clkbuf_4",
pwr,power_leakage,0.000113,µW
sta,worst_pin_slew,214,ps
worst_setup_path,required,1120,ps
layout,mi_logic_area,36.3,µm²
place,gp_congestion,0.607,
floorplanning,ios,4,
layout,final_cell_mix,"clkbuf_4, dfrtp_1, o21a_1, dlygate4sd2_1, buf_4",
job,tool_warnings,25,
floorplanning,core.rowCount,21,
pwr,ir_drop,0.153,mV
layout,top_register,"state",
layout,regArea,101,µm²
pwr,power_frac_seq,0.425,
worst_setup_path,worst-path-max-fanout,2,
global_routing,grt_max_degree,5,
route,first_pass_iters,2,
floorplanning,fp.dieH,80,µm
route,first_iter_violations,1,
clock_network,h-tree-depth,1,
sta,rsz0062_at_grt,"false",
sta,period_used_share,0.900,
logic_synthesis,netlist_instances,11,
sta,hold_viol_final,0,
layout,design_area,268,µm²
route,via_count,104,
sta,timing.fmax,793,MHz
worst_setup_path,critPathLaunchType,"flop",
global_routing,grt_first_pass_wirelength,496,µm
pwr,swShare,0.200,
route,ant_nets,0,
sta,period_needed,1260,ps
place,dpl_cell_area,236,µm²
logic_synthesis,mappedNetlistArea,141,µm²
layout,instances_no_fill,66,
logic_synthesis,synth_warnings,1,
clock_network,cts_hold_buf,0,
clock_network,cts_buffers,3,
sta,relSlewSlack,0.856,
global_routing,grt_overflow,0,
pwr,p_comb_frac,0.080,
clock_network,clk_pin_slew,40,ps
route,diodes,0,
global_routing,grt_antenna_before_repair,0,
route,vias_per_cell,1.58,
pwr,clkPwrFrac,0.495,
worst_setup_path,criticalPathCategory,"reg2out",
global_routing,first_global_vias,123,
place,dp.cells,61,
sta,setup_viol,0,
route,routed_wl,317,µm
clock_network,clock_latency,230,ps
[worst paths after layout]
kind | to | depth (start not counted) | from
setup / recovery | y | 2 | state[3]
hold / removal | state[1] | 2 | rst
setup reg to reg | state[0] | 3 | state[3]
hold reg to reg | state[1] | 1 | state[2]
max in group asynchronous | state[0] | 2 | rst
min in group clk0 | state[0] | 3 | a
[layer usage]
layer / wire length (µm) / vias up / track usage / share of wire
li1: - / 52 / - / -
met1: 108 / 47 / 0.00803 / 0.34
met2: 148 / 3 / 0.0136 / 0.47
met3: 54 / 2 / 0.0148 / 0.17
met4: 6 / 0 / 0.00880 / 0.019
met5: 0 / - / 0 / 0
[power by group through the flow]
stage	Clock (µW)	Sequential, µW	Combinational (µW)
4_1_cts	165	132	25.5
5_1_grt	183	133	27.7
6_report	154	132	25.0
[synthesized netlist by cell type (all sizes together)]
library cell / instances / area share
nor3: 1 / 0.035
inv: 1 / 0.027
nor2: 1 / 0.027
dfrtp: 3 / 0.53
o21a: 2 / 0.11
dfstp: 1 / 0.19
nor2b: 1 / 0.044
and2: 1 / 0.044
[cell families after synthesis]
| kind of cell | share of synthesized area |
|---|---|
| AND/OR/NAND/NOR | 0.150 |
| buffers and inverters | 0.0265 |
| flip-flops | 0.717 |
| AND-OR/OR-AND | 0.106 |
[worst max-delay path, cell delays in order, from the launching register on]
cell	delay (ps)
dfrtp_1	370
and2_1	150
dlygate4sd2_1	230
[metrics by stage]
| step | TNS, ps | utilization | setup slack [ps] | power [µW] | hold slack (ps) |
|---|---|---|---|---|---|
| final | 0 | 0.0784 | 140 | 312 | 218 |
| after global routing | 0 | 0.0784 | 82.1 | 344 | 219 |
| after CTS | 0 | 0.0784 | 119 | 323 | 213 |
| after detailed placement | -211 | 0.0692 | -211 | 159 | 470 |
| after global placement | -233 | 0.0692 | -233 | 156 | 463 |
| after floorplan | 0 | - | 647 | 144 | 45.4 |
[timing repair]
| action | 4_1_cts | 5_1_grt |
|---|---|---|
| setup buffers | 1 | 0 |
| endpoints found under the setup margin | 1 | 0 |
| endpoints found under the hold margin | 0 | 0 |
| resized | 2 | 0 |
[layout make-up]
| class | instances | area share |
|---|---|---|
| Sequential cell | 4 | 0.379 |
| Clock buffer | 4 | 0.0981 |
| Timing Repair Buffer | 5 | 0.159 |
| Multi-Input combinational cell | 6 | 0.136 |
| Tap cell | 46 | 0.215 |
| Inverter | 1 | 0.0140 |
No activity file was given, so power comes from the tool's default toggle rates.
