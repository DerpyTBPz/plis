===== run.sh =====
#!/bin/bash
# OpenROAD 26Q1-2900-gdf79404cd8, Yosys 0.63+post, stock flow scripts
make -C /OpenROAD-flow-scripts/flow DESIGN_CONFIG=/design/flow/config.mk WORK_HOME=/design/flow/orfs finish

===== design.v =====
module lab2(input clk, input rst, output reg [7:0] out);
    reg [27:0] counter;
    parameter MAX_COUNT = 8000;
    reg tick;
    always @(posedge clk or posedge rst) begin
        if (rst) begin
            out = 0;
            counter = 0;
        end else begin
            if (tick) begin
                out = out + 1; 
                tick = 0;
            end else begin
                counter = counter + 1;
                if (counter == MAX_COUNT) begin
                    tick = 1;
                    counter = 0;
                end
            end
        end
    end
endmodule

===== config.mk =====
export PLATFORM = sky130hd
export DESIGN_NAME = lab2
export DESIGN_NICKNAME = lab2
export VERILOG_FILES = /design/flow/design.v
export SDC_FILE = /design/flow/constraint.sdc
export NUM_CORES = 4
export LEC_CHECK = 1
export CORE_UTILIZATION = 50

===== constraint.sdc =====
current_design lab2

set clk_period 6.8
set clk_io_pct 0.2

create_clock -name clk0 -period $clk_period [get_ports {clk}]

set non_clock_inputs [all_inputs -no_clocks]
set_input_delay [expr $clk_period * $clk_io_pct] -clock clk0 $non_clock_inputs
set_output_delay [expr $clk_period * $clk_io_pct] -clock clk0 [all_outputs]

==> out/results.tsv <==
metric	value	unit
fp_util	0.521	
drive_gt1_frac	0.0683	
use_met3	0.0354	
edf_count	1	
cts_tree	yes	
synthesis.area	2270	sq um
postSynthSeqShare	0.410	
cp-start-kind	flip-flop	
numCtsBuffers	5	
reg2reg_from	counter[0]	
warning_count	26	
fin_cells	301	
grt_start_max_net_pins	38	
worst_slew_pin_slew	0.862	ns
clkTransAtPathRegs	0.08	ns
cts_root_buffer	clkbuf_8	
yosys_warnings	1	
io_pins	10	
post_cts_resized	0	
powerDensity	256	nW/um^2
vias	1823	
gr-usage-met2	0.303	
slew_violations	0	
finalWorstSetupSlack	3.76	ns
path_max_fanout	9	
synth_stat.cells	246	
pre_cts_ws	3.83	ns
syn_inst	246	
die_x	69.4	um
ys_chip_area	2270	sq um
path_class	reg2reg	
drt_iter0_drc	168	
drv_cap	0	
ys_ff	37	
fmax	0.329	GHz
tns	0	ns
grt_pass1_vias	1699	
vias_per_cell	6.06	
clk_latency	0.29	ns
portBuffers	9	
synthArstFlopShare	0.973	
drc_errors	0	
ant_nets	0	
required	6.99	ns
min_period	3.04	ns
hp-start	out[7]	
diodes	0	
h-tree-depth	2	
busiest_layer	met1	
worstPathArrival	3.23	ns
wl_per_cell	15.6	um
drt-pass1-iter-count	4	
grt_pass1_wl	8270	um
synthDistinctLibCells	42	
ir_drop	0.206	mV
die-area	4810	sq um
rsz0062_at_grt	false	
slew_headroom	0.420	
post-place-cells	293	
syn_to_final_growth	9.21	%
avgSynthCellArea	9.22	sq um
track_usage	0.217	
outcome	completed	
dp_hpwl	3260	um
die_y	69.4	um
post_cts_buffers	0	
row_count	24	
fin_skew	0.00620	ns
ys.flop_type	dfrtp_1	
clock-sinks	37	
use_met1	0.370	
hold_path.class	reg2reg	
gp_congestion	0.960	
end_kind	flip-flop	
finalClockPeriodUsage	0.447	
finalHoldViolations	0	
grt_overflow	0	
wirelength	4690	um
core-area	4350	sq um
clockBufferDepth	2	
setup.worst_path.start	counter[0]	
finalSetupViolCount	0	
cts-hold-fix-buffers	0	
antenna_found_initial	0	
leakagePower	0.935	nW
sequential cells by signal (all words and copies together), names as in the netlist:
signal and flops:
tick 1, out 8, counter 28
area by class of cell:
cell class,count,area [sq um]
Clock inverter,3,46.3
Sequential cell,37,931
Clock buffer,5,68.8
Tap cell,52,65.1
Multi-Input combinational cell,186,1230
Inverter,6,22.5
Timing Repair Buffer,12,113
Fill cell,375,1880
synthesized netlist by cell type, drive strengths merged (2+ instances only):
cell	number	share of area
o2111ai	2	0.0077
inv	6	0.0099
clkbuf	6	0.010
xor2	13	0.050
dfrtp	36	0.40
mux2i	3	0.013
and3	2	0.0055
nand2b	5	0.014
and4	2	0.0077
a21oi	6	0.013
o21ai	10	0.022
nor3b	3	0.0099
nand3	16	0.038
a31oi	2	0.0055
buf	11	0.026
or3	2	0.0055
nor2	13	0.022
nand4	20	0.062
nand2	23	0.038
a211oi	2	0.0066
nor4	9	0.031
nor3	13	0.036
xnor2	24	0.093
ha	3	0.017
o31ai	2	0.0066
a21o	3	0.0099
metrics by stage:
stage	util	hold WS [ns]	power [mW]	cell area, sq um
2_1_floorplan	-	0.424	0.395	2270
3_5_place_dp	0.543	0.468	0.444	2360
4_1_cts	0.569	0.479	0.640	2480
5_1_grt	0.569	0.515	0.674	2480
6_report	0.569	0.475	0.633	2480
3_3_place_gp	0.543	0.464	0.440	2360
cell usage in the layout, fill, tap and decap left out, drive strengths merged, types with 2 or more instances in the layout:
| cell | netlist | final |
|---|---|---|
| nand2b | 5 | 5 |
| xor2 | 13 | 13 |
| a21o | 3 | 3 |
| nand3 | 16 | 16 |
| inv | 6 | 6 |
| nand4 | 20 | 20 |
| nor3b | 3 | 3 |
| buf | 11 | 3 |
| o21ai | 10 | 10 |
| mux2i | 3 | 3 |
| and3 | 2 | 2 |
| and4 | 2 | 2 |
| dfrtp | 36 | 36 |
| ha | 3 | 3 |
| nor3 | 13 | 13 |
| nor2 | 13 | 13 |
| clkbuf | 6 | 5 |
| a21oi | 6 | 6 |
| a31oi | 2 | 2 |
| nand2 | 23 | 23 |
| or3 | 2 | 2 |
| o31ai | 2 | 2 |
| a211oi | 2 | 2 |
| nor4 | 9 | 9 |
| xnor2 | 24 | 24 |
| clkdlybuf4s50 | 0 | 9 |
| o2111ai | 2 | 2 |
logic make-up after synthesis:
group           Yosys count  share of synthesized area
compound gates           31                     0.0866
xor+xnor                 37                      0.143
fa+ha+maj                 3                     0.0165
buf+inv                  23                     0.0469
flops                    37                      0.410
mux                       4                     0.0182
simple gates            111                      0.279
where the power goes:
part	internal (mW)	switching [mW]	leakage (nW)
clock network	0.110	0.0825	0.0543
logic	0.0702	0.0505	0.392
registers	0.255	0.0648	0.489
total	0.435	0.198	0.935
layer usage:
metal	wire, um	vias up
met3	206	14
met2	2040	47
met1	2330	881
met4	116	0
met5	0	-
li1	-	881
final timing paths:
path	end	slack (ns)	depth (start not counted)
max reg2reg	counter[0]	3.76	9
max	counter[0]	3.76	9
min in group asynchronous	counter[12]	1.46	3
min reg2reg	out[7]	0.48	1
max in group asynchronous	counter[18]	5.01	3
min	out[7]	0.48	1
critical path, cell delays in order (launching register included):
cell,delay [ns]
dfrtp_1,0.46
ha_1,0.37
nand4_1,0.31
nor3_2,0.46
nand4_1,0.17
xor2_1,0.16
o2111ai_1,0.18
nor4_4,0.58
nor3_1,0.09
a21o_1,0.17
Power is estimated from default activity; no workload was simulated.
